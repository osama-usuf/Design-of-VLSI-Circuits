**flow/run.sh**
```bash
#!/bin/bash
# OpenROAD 26Q1-2900-gdf79404cd8, Yosys 0.63+post, stock flow scripts
make -C /OpenROAD-flow-scripts/flow DESIGN_CONFIG=/design/flow/config.mk WORK_HOME=/design/flow/orfs finish
```
**flow/config.mk**
```make
export PLATFORM = sky130hd
export DESIGN_NAME = counter_4bit
export DESIGN_NICKNAME = counter_4bit
export VERILOG_FILES = /design/flow/design.v
export SDC_FILE = /design/flow/constraint.sdc
export NUM_CORES = 4
export LEC_CHECK = 1
export CORE_AREA = 10 10 70 70
export DIE_AREA = 0 0 80 80
```
**flow/constraint.sdc**
```tcl
current_design counter_4bit

set clk_period 1.9
set clk_io_pct 0.2

create_clock -name clk0 -period $clk_period [get_ports {clk}]

set non_clock_inputs [all_inputs -no_clocks]
set_input_delay [expr $clk_period * $clk_io_pct] -clock clk0 $non_clock_inputs
set_output_delay [expr $clk_period * $clk_io_pct] -clock clk0 [all_outputs]
```
**flow/design.v**
```verilog
module counter_4bit (
    output reg[3:0] out,
    input clk, rst, load, enable,
    input wire[3:0] D
);
always @(negedge clk)
    if (rst) out <= 4'b0000;  
    else if (~enable & ~load) out <= out + 1;  
    else if (~enable & load)  out <= D;  
endmodule
```
==> ci_impl_report.md <==
### Flow metrics

| Metric | Value |
|---|---|
| Area Growth Syn to Fin | 83.2% |
| Class of the most critical setup path | reg -> out |
| Die area | approximately 6400 sq um |
| RSZ-0062 raised after global routing | true |
| Classification of the worst-slack hold path | reg -> reg |
| Clk_skew | 8.12 ps |
| Biggest regs | out x4 |
| Worst-margin pin slew | 209 ps |
| Ys cells | 28 |
| Arrival time worst endpoint | 1660 ps |
| Wirelength per Cell | 8.04 um |
| Most frequent cells in the layout | 7 x buf_4, 5 x buf_2, 4 x inv_1, 4 x clkdlybuf4s50_1, 4 x dfxtp_2 |
| OpenROAD warning count | 32 |
| PwrDens | 615 nW/um^2 |
| Max reg flops | 4 |
| Outcome | finished with violations |
| Largest stage delay, worst path | 310 ps |
| Hold Vio Cnt, Final | 0 |
| Hold_sp | out[3] |
| Syn Std Cell Area | 260 sq um |
| Sequential share of the synthesized area | 30.8% |
| CTS Sinks | 4 |
| Layout cells sized above 1 | between 40% and 50% |
| Clock Power Share | a little under half |
| Initial antenna violation count | 0 |
| GP Congestion | about 0.75 |
| Yosys chip area | 260 sq um |
| Total grt overflow | 0 |
| Max IR drop VDD | 0.144 mV |
| NetSw | 0.0792 mW |
| Synth Instances | 28 |
| CP Cell Sequence | buf_2 |
| First-pass GRT wire length | 1270 um |
| Max_slew headroom | between 80% and 90% |
| WP buf/inv | 1 |
| Lkg Pwr | 0.216 nW |
| Pint | 0.214 mW |
| Hpwl dp | 617 um |
| Sw frac | 27.0% |
| Die width | around 80 um |
| DRT iter0 DRCs | 5 |
| CTS Buf Count | 3 |
| Top cell area share | 30.8% |
| Total GRT Usage | ~2.5% |
| Critical path launch point | out[3] |
| Core footprint | 3420 sq um |
| DRC Markers | 0 |
| Syn avg cell area | 9.29 sq um |
| Vias in the first global route | 299 |
| Failing checks | negative setup slack |
| MaxCap Viol Count | 0 |
| Final tally of max-slew violations | 0 |
| Pwr Total | 0.293 mW |
| Routed Antenna Nets | 0 |
| Comb power frac | a little over a fifth |
| Final WL | 772 um |
| CTS Root Cell | clkbuf_4 |
| Die H | about 80 um |
| Distinct lib cells used | 17 |
| Biggest register | out |
| Top cell excl fill/tap | buf_4 |
| Synth flops | 4 |
| Via count | 271 |
| Initial Util | 7.62% |
| I/O pins | 12 |
| Req. time, crit path | 1520 ps |
| Port bufs | 11 |
| Worst R2R Start | out[1] |
| Setup Viol. Count Final | 4 |
| Setup TNS | -514 ps |
| Critical path launch point type | register |
| Post-synth area hogs | dfxtp_1 31%, buf_6 8.7%, mux2i_1 7.7% |
| Clk buf depth | 2 |
| Drt via density | 2.82 |
| Maximum number of pins on one net before global-route repair | 10 |
| Yosys warning total | 1 |
| Reg power frac | roughly a third |
| Yosys top cell by area | dfxtp_1 |
| Fin worst setup slack | -138 ps |
| Site Rows | 21 |
| Clk latency of the worst-skew pair | 290 ps |
| CP top delay family | flip-flops |
| Worst Path Max Fanout | 2 |
| N_diodes | 0 |
| Router iterations before antenna repair | 4 |
| H-tree levels | 1 |
| Endpoint class of the critical path | output port |
| CP max stage cell | dfxtp_2 |
| CTS clock-pin slew for the worst setup and hold paths | 40 ps |
| CTS tree | built |
-- cell families after synthesis --
| family | count (synthesis) | synth area share, % |
|---|---|---|
| and+or+nand+nor | 14 | 33.2 |
| DFF | 4 | 30.8 |
| AOI/OAI and AO/OA | 3 | 7.69 |
| buffers and inverters | 3 | 10.1 |
| muxes | 3 | 13.5 |
| adders and majority gates | 1 | 4.81 |
-- per-layer routing --
metal / GRT usage [%] / routed length (um) / up-vias
met4: 0.880 / 0 / 0
met2: 3.21 / 327 / 12
met3: 1.82 / 75 / 0
met1: 3.19 / 369 / 115
met5: 0 / 0 / -
li1: - / - / 144
-- final timing paths --
kind | cells after the start | slack, ps | end
worst min register to register | 3 | 600 | out[3]
worst max register to register | 6 | 510 | out[1]
worst max-delay path | 1 | -140 | out[3]
worst min-delay path | 3 | 600 | out[3]
-- power groups by stage --
stage                 clock network [mW]  registers, mW  logic, mW
after global routing               0.160         0.0950     0.0708
final                              0.135         0.0945     0.0635
after CTS                          0.146         0.0947     0.0610
-- layout make-up --
type | instances | area (sq um)
Fill cell | 405 | 2940
Sequential cell | 4 | 85.1
Multi-Input combinational cell | 21 | 159
Clock buffer | 3 | 22.5
Tap cell | 46 | 57.6
Timing Repair Buffer | 18 | 138
Clock inverter | 4 | 15.0
-- synth_stat cells --
cell type  n
nor2_1     3
mux2i_1    2
ha_1       1
nand3_1    1
mux2_4     1
a211oi_1   1
and2b_2    1
nand3b_1   2
nor3b_1    1
nor2b_1    1
a31oi_1    2
inv_1      1
nor3_1     2
nand2_1    2
buf_6      2
nor4b_2    1
dfxtp_1    4
-- worst min-delay path, delay by kind of cell, from the launching register on --
kind                   cells  cell delay, ps
flip-flops                 1             310
AND-OR/OR-AND              1              70
AND/OR/NAND/NOR            1              50
buffers and inverters      1             130
-- metrics by stage --
step	util [%]	instance area, sq um	cells	hold WS (ps)	setup slack (ps)
2_1_floorplan	-	264	28	445	-90.8
3_3_place_gp	13.2	450	89	589	-634
3_5_place_dp	13.2	450	89	595	-649
4_1_cts	13.6	464	95	604	-155
5_1_grt	14.0	477	96	633	-180
6_report	14.0	477	96	601	-138
-- timing repair --
item	in CTS	in global routing
resized	24	1
hold endpoints to repair	0	0
hold buffers	0	0
setup buffers	0	1
endpoints found under the setup margin	8	5
Power figures rest on the tool's default switching activity, not on a simulated workload.

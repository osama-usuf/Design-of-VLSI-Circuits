===== flow/run.sh =====
#!/bin/bash
# OpenROAD 26Q1-2900-gdf79404cd8, Yosys 0.63+post, stock flow scripts
make -C /OpenROAD-flow-scripts/flow DESIGN_CONFIG=/design/flow/config.mk WORK_HOME=/design/flow/orfs finish

===== flow/config.mk =====
export PLATFORM = sky130hd
export DESIGN_NAME = stg_moore_fsm
export DESIGN_NICKNAME = stg_moore_fsm
export VERILOG_FILES = /design/flow/design.v
export SDC_FILE = /design/flow/constraint.sdc
export NUM_CORES = 4
export LEC_CHECK = 1
export CORE_AREA = 10 10 70 70
export DIE_AREA = 0 0 80 80

===== flow/constraint.sdc =====
current_design stg_moore_fsm

set clk_period 1.4
set clk_io_pct 0.2

create_clock -name clk0 -period $clk_period [get_ports {clk}]

set non_clock_inputs [all_inputs -no_clocks]
set_input_delay [expr $clk_period * $clk_io_pct] -clock clk0 $non_clock_inputs
set_output_delay [expr $clk_period * $clk_io_pct] -clock clk0 [all_outputs]

===== flow/design.v =====
module stg_moore_fsm
    #(parameter s0 = 3'b000,
      parameter s1 = 3'b001,
      parameter s2 = 3'b010,
      parameter s3 = 3'b011,
      parameter s4 = 3'b100,
      parameter s5 = 3'b101,
      parameter s6 = 3'b110,
      parameter s7 = 3'b111)
     (input clk, reset, in,
      output reg out,
      output reg [2:0] current_state, next_state  
     );
    always @ (s0 or s1 or s2 or s3 or s4 or s5 or s6 or s7) begin
        case (current_state)
            s0: begin
                out = 0;
                if (in) next_state = s2;
                else next_state = s4;
            end
            s1: begin
                out = 0;
                if (in) next_state = s3;
                else next_state = s7;
            end
            s2: begin
                out = 0;
                if (in) next_state = s6;
                else next_state = s3;
            end
            s3: begin
                out = 1;
                if (in) next_state = s4;
                else next_state = s7;
            end
            s4: begin
                out = 1;
                if (in) next_state = s3;
                else next_state = s5;
            end
            s5: begin
                out = 0;
                if (in) next_state = s4;
                else next_state = s1;
            end
            s6: begin
                out = 0;
                if (in) next_state = s0;
                else next_state = s4;
            end
            s7: begin
                out = 0;
                if (in) next_state = s3;
                else next_state = s5;
            end
            default: next_state = s0;
        endcase
    end
    always @ (posedge clk or posedge reset) begin
        if (reset) current_state = s0;  
        else current_state = next_state;
    end
endmodule

==> flow_summary.toml <==
# generated from flow reports
[setup_path]
rrSetupSlack_ns = 0.21
crit_buf_inv = 1
critPathLaunchType = "flop"
crit_type = "reg -> out"
arrival_ns = 1.32
reg2reg_from = "current_state[0]"
rr_endpoint = "current_state[1]"
cp_max_fo = 6
crit_required_ns = 1.12
r2r_cells = 5
path_cells = "nand2_2 -> mux2i_2 -> a221oi_2 -> buf_2"
slowest_stage = "dfrtp_2"
end_kind = "primary output"
max_stage_delay_ns = 0.46
cp_top_family = "flip-flops"
crit_start = "current_state[0]"

[sta]
setup-tns-final_ns = -0.504
max_freq_mhz = 625
rsz0062_at_grt = "true"
setup_viol = 4
finalCritPeriodShare_pct = 114
min_period_ns = 1.60
hold_viol = 0
tightest_slew_ns = 0.241
slew-limit-headroom_pct = 83.9
drv_slew = 0
fin_ws_ns = -0.199
fin_worst_skew_ns = 0.00144

[layout]
fin_area_um2 = 527
most-common-layout-cells = "9 x buf_6, 4 x buf_2, 4 x buf_4"
largest_register_ffs = 3
drive_above_1_share_pct = 68.1
area_growth_pct = 135
final_core_util_pct = 15.4
nFillCells = 389
lay_top_count = "buf_6"

[logic_synthesis]
syn-cell-area_um2 = 224
synth_xor_xnor_area_share_pct = 3.91
synthCells = 24
area_leaders = "dfrtp_1 34%, mux2i_1 13%, buf_6 10%, nand2_1 8.4%, a221oi_2 6.7%"
ys_chip_area_um2 = 224
topCombFamilyByArea = "simple AND/OR/NAND/NOR gates"
ys_warn_count = 1
mux_share_pct = 13.4
aoi_share_pct = 16.2
simple_gate_share_pct = 17.9
post_synth_num_cell_types = 14
adder_share_pct = 0
ys_ff = 3
ys_seq_share_pct = 33.5
synth_stat.cells = 24
netlist.area_leader.share_pct = 33.5
yosysTopAreaCell = "dfrtp_1"
synth.avg_cell_area_um2 = 9.33

[global_routing]
grt_pass1_wl_um = 1310
grt_max_degree = 8
antenna_found_initial = 0
grt_overflow = 0
grt_pass1_vias = 274
grtUsageTotal_pct = 2.41

[placed_design]
place_congestion = 0.681
portBuffers = 9
dp_slack_ns = -0.701
dpl.hpwl_um = 476
place_area_um2 = 387

[clock_tree]
h-tree-depth = 1
cts.sinks = 3
cts-root-buf = "clkbuf_4"
clkLatencyLatePin_ns = 0.23
numCtsBuffers = 3
clockBufferDepth = 2
cts_tree = "yes"
path_clk_slew_ns = 0.04

[routing]
met2_length_um = 331
drcViolationCount = 0
wire_per_inst_um = 8.15
route.vias.total = 255
top_layer = "met3"
routed_via_density = 2.74
drt_iter0_drc = 8
wl_met1_um = 344
num_antenna_cells = 0
wirelength_um = 758
final_antenna_net_count = 0
dr.pass1.iters = 3
dr_wl_met3_um = 82

[flow_run]
drv_cap = 0
tool_warnings = 27

[floorplan]
fp-row-count = 21
coreArea_mm2 = 0.00342
die_area_mm2 = 0.00640
fp_util_pct = 6.56
die_w_um = 80
io_pins = 10
die-height_um = 80

[status]
violations = "negative setup slack"
outcome = "finished with violations"

[power_and_ir_drop]
ir_drop_uv = 504
p_per_area_mw_per_mm2 = 2480
p_leak_nw = 0.237

[hold_path]
hp-class = "in -> async"
worst max path at each step:
stage / end / slack, ns / depth (start not counted)
4_1_cts: next_state[1] / -0.19 / 4
5_1_grt: next_state[1] / -0.26 / 4
6_report: next_state[1] / -0.20 / 4
kinds of logic (layout without fill, tap and decap cells):
logic type	after synthesis	in the layout
AOI/OAI and AO/OA	4	4
xor gates and xnor gates	1	1
buffers and inverters	4	27
DFF	3	3
muxes	3	3
and+or+nand+nor	9	9
stage by stage:
step,total power [mW],cells,hold slack [ns]
floorplan,0.451,24,0.0336
global placement,0.830,82,0.450
detailed placement,0.831,82,0.463
CTS,1.17,92,0.213
global route,1.42,93,0.215
finish,1.31,93,0.217
report_power, final:
part	internal (mW)	switching, mW
sequential	0.138	0.0723
combinational	0.599	0.343
clock	0.107	0.0454
area by class of cell:
| cell class | count | area (um2) | share of cell area [%] |
|---|---|---|---|
| Inverter | 1 | 3.75 | 0.713 |
| Tap cell | 46 | 57.6 | 10.9 |
| Multi-Input combinational cell | 17 | 165 | 31.4 |
| Sequential cell | 3 | 76.3 | 14.5 |
| Clock buffer | 4 | 26.3 | 4.99 |
| Timing Repair Buffer | 22 | 198 | 37.5 |
layer usage:
metal  up-vias  track usage (%)
met2         9             3.53
met3         0             1.36
met1       120             2.93
met5         -                0
li1        126                -
met4         0            0.704
synth_stat cells:
library cell / instances
inv_1: 1
nand2_1: 5
buf_6: 2
xnor2_1: 1
nor2_1: 1
nand2b_1: 2
nor3_1: 1
buf_4: 1
o211ai_1: 1
a211o_1: 1
mux2i_1: 3
a221oi_2: 1
dfrtp_1: 3
o21ai_0: 1
repair_timing:
action | 4_1_cts | 5_1_grt
hold buffers | 0 | 0
resized | 31 | 11
endpoints found under the setup margin | 7 | 5
pin swaps | 6 | 4
buffers inserted | 6 | 3
Power is estimated from default activity; no workload was simulated.

## design/flow/design.v

```verilog
module mux81(out, D0, D1, D2, D3, D4, D5, D6, D7, Sel_Baud_Rate);
    input wire D0, D1, D2, D3, D4, D5, D6, D7;
    input wire[2:0] Sel_Baud_Rate;
    output reg out;
    always@(*) begin
        case(Sel_Baud_Rate)    
            3'b000: out<=D0;   
            3'b001: out<=D1;   
            3'b010: out<=D2;   
            3'b011: out<=D3;   
            3'b100: out<=D4;   
            3'b101: out<=D5;   
            3'b110: out<=D6;   
            3'b111: out<=D7;   
            default: out<=1'b0;
        endcase
    end
endmodule
module dividebyn
#(parameter DIVISOR = 255)
(output wire clock_by_n,
input wire clock, reset);
    reg [7:0] counter;
    assign clock_by_n = (counter == DIVISOR - 1);
    always @ (posedge clock, negedge reset) begin
        if (reset == 0) counter <= 8'd0;
        else if (counter == DIVISOR - 1) counter <= 8'd0;
        else counter <= counter + 1;
    end
endmodule
module uart_clk_gen(output wire Clock, Sample_clock, 
                  input wire Sys_clock, reset,
                  input [2:0] Sel_Baud_Rate);
    wire sys_clock_by_13;
    wire clock_by_256;
    wire [7:0] counter256;
    wire D0, D1, D2, D3, D4, D5, D6, D7;
    dividebyn Divide_By_13 (.clock(Sys_clock),
                            .reset(reset),
                            .clock_by_n(sys_clock_by_13));
    defparam Divide_By_13.DIVISOR = 13;
    dividebyn Divide_By_2 (.clock(sys_clock_by_13),
                            .reset(reset),
                            .clock_by_n(D0));
    defparam Divide_By_2.DIVISOR = 2;
    dividebyn Divide_By_4 (.clock(sys_clock_by_13),
                            .reset(reset),
                            .clock_by_n(D1));
    defparam Divide_By_4.DIVISOR = 4;
    dividebyn Divide_By_8 (.clock(sys_clock_by_13),
                            .reset(reset),
                            .clock_by_n(D2));
    defparam Divide_By_8.DIVISOR = 8;
    dividebyn Divide_By_16 (.clock(sys_clock_by_13),
                            .reset(reset),
                            .clock_by_n(D3));
    defparam Divide_By_16.DIVISOR = 16;
    dividebyn Divide_By_34 (.clock(sys_clock_by_13),
                            .reset(reset),
                            .clock_by_n(D4));
    defparam Divide_By_34.DIVISOR = 34;
    dividebyn Divide_By_64 (.clock(sys_clock_by_13),
                            .reset(reset),
                            .clock_by_n(D5));
    defparam Divide_By_64.DIVISOR = 64;
    dividebyn Divide_By_128 (.clock(sys_clock_by_13),
                            .reset(reset),
                            .clock_by_n(D6));
    defparam Divide_By_128.DIVISOR = 128;
    dividebyn Divide_By_256 (.clock(sys_clock_by_13),
                            .reset(reset),
                            .clock_by_n(D7));
    defparam Divide_By_256.DIVISOR = 256;
    mux81 Mux_For_Clocks(
            .out(Clock),
            .D0(D0),  
            .D1(D1),  
            .D2(D2),  
            .D3(D3),  
            .D4(D4),  
            .D5(D5),  
            .D6(D6),  
            .D7(D7),  
            .Sel_Baud_Rate(Sel_Baud_Rate));
    dividebyn Divide_By_8_2 (.clock(Clock),
                            .reset(reset),
                            .clock_by_n(Sample_clock));
    defparam Divide_By_8_2.DIVISOR = 8;
endmodule
```

## design/flow/config.mk

```make
export PLATFORM = sky130hd
export DESIGN_NAME = uart_clk_gen
export DESIGN_NICKNAME = uart_clk_gen
export VERILOG_FILES = /design/flow/design.v
export SDC_FILE = /design/flow/constraint.sdc
export NUM_CORES = 4
export LEC_CHECK = 1
export CORE_UTILIZATION = 40
```

## design/flow/run.sh

```bash
#!/bin/bash
# OpenROAD 26Q1-2900-gdf79404cd8, Yosys 0.63+post, stock flow scripts
make -C /OpenROAD-flow-scripts/flow DESIGN_CONFIG=/design/flow/config.mk WORK_HOME=/design/flow/orfs finish
```

## design/flow/constraint.sdc

```tcl
current_design uart_clk_gen

set clk_period 2.0
set clk_io_pct 0.2

create_clock -name clk0 -period $clk_period [get_ports {Sys_clock}]

set non_clock_inputs [all_inputs -no_clocks]
set_input_delay [expr $clk_period * $clk_io_pct] -clock clk0 $non_clock_inputs
set_output_delay [expr $clk_period * $clk_io_pct] -clock clk0 [all_outputs]
```

==> results.sh <==
# physical design summary
export IMPL_p_per_area_nw_per_um2=106
export IMPL_first_pass_iters=4
export IMPL_overflow=0
export IMPL_yosys_warnings=10
export IMPL_crit_chain="dlygate4sd2_1 > buf_4 > nand2_1 > nor2_1 > a32oi_1 > nand4_1 > buf_2"
export IMPL_regArea_um2=2000
export IMPL_finalCritPeriodShare_pct=94.4
export IMPL_io_pins=7
export IMPL_grt_usage_pct=12.4
export IMPL_antenna_found_initial=0
export IMPL_cts_buffer_depth=2
export IMPL_r2r_setup_slack_ns=0.71
export IMPL_vias_per_cell=4.86
export IMPL_crit_buf_inv=3
export IMPL_ys_chip_area_um2=3490
export IMPL_die_h_um=95.4
export IMPL_drtIter0Drc=57
export IMPL_arrival_ns=1.49
export IMPL_cpMaxStageDelayCell="dlygate4sd2_1"
export IMPL_top_area_share_pct=45.9
export IMPL_ys_cells=304
export IMPL_clock_latency_ns=0.22
export IMPL_htree_levels=1
export IMPL_syn_avg_cell_area_um2=11.5
export IMPL_required_ns=1.60
export IMPL_grt_max_degree=62
export IMPL_max_cap_violations=0
export IMPL_core_area_um2=8340
export IMPL_gp_congestion=0.777
export IMPL_fp_util_pct=41.9
export IMPL_critical_path_class="in2out"
export IMPL_untimed_endpoints=73
export IMPL_hold_viol_final=0
export IMPL_antenna_cells=0
export IMPL_r2r_start="Divide_By_13.counter[2]"
export IMPL_hp_class="in2async"
export IMPL_area_leaders="dfrtn_1, dfrtp_1, xnor2_1"
export IMPL_path_clk_slew_ns=0.04
export IMPL_period_minus_slack_ns=1.89
export IMPL_fillerInstances=772
export IMPL_cts_tree="done"
export IMPL_path_delay_family="buffers and inverters"
export IMPL_r2r_cells=4
export IMPL_fin_cells=427
export IMPL_root_buffer="clkbuf_8"
export IMPL_endpoint_kind="primary output"
export IMPL_synth_seq_share_pct=57.3
export IMPL_power_total_mw=0.403
export IMPL_synth_area_um2=3490
export IMPL_dp_cells=423
export IMPL_port_buffer_count=6
export IMPL_wl_per_cell_um=11.2
export IMPL_finalWirelength_um=4790
export IMPL_vdd_drop_max_uv=285
export IMPL_max_slew_margin_rel_pct=51.2
export IMPL_status="finished, final reports clean"
export IMPL_grt_pass1_vias=1976
export IMPL_detail_route_antenna_nets=0
export IMPL_top_area_cell="dfrtn_1"
export IMPL_drc=0
export IMPL_unclocked_pins=72
export IMPL_setup_viol=0
export IMPL_fmax_ghz=0.530
export IMPL_vias=2077
export IMPL_syn_instance_count=304
export IMPL_finalClockSkew_ns=0.00142
export IMPL_die_area_um2=9100
export IMPL_r2r_end="Divide_By_13.counter[7]"
export IMPL_cts_buffers=3
export IMPL_power_leakage_nw=1.83
export IMPL_rsz0062_at_grt="false"
export IMPL_dpl_hpwl_um=3530
export IMPL_tightest_slew_ns=0.732
export IMPL_grt_pass1_wl_um=8730
export IMPL_ctsHoldBuffers=0
export IMPL_warnings=28
export IMPL_layout_area_comb_um2=1470
export IMPL_crit_path_start_kind="input pin"
export IMPL_std_cell_rows=33
export IMPL_area_growth_pct=8.49
export IMPL_die_x_um=95.4
export IMPL_synthDistinctLibCells=35
export IMPL_max_stage_delay_ns=0.28
export IMPL_numSynthFlops=80
export IMPL_crit_path_max_fanout=4
export IMPL_drive_gt1_share_pct=8.70
export IMPL_finalMaxSlewViolations=0
-- layout make-up --
| cell class | count | area share, % |
|---|---|---|
| Timing Repair Buffer | 15 | 3.07 |
| Clock buffer | 3 | 1.09 |
| Tap cell | 105 | 3.47 |
| Sequential cell | 80 | 52.9 |
| Inverter | 7 | 0.694 |
| Multi-Input combinational cell | 217 | 38.8 |
-- power by group --
group | internal (mW) | total, mW | switching, mW
logic | 0.0155 | 0.0546 | 0.0391
registers | 0.162 | 0.162 | 0
clock network | 0.130 | 0.186 | 0.0562
-- metal layers --
metal | wire length [µm] | track usage (%) | up-vias
li1 | - | - | 1075
met4 | 0 | 0.249 | 0
met5 | 0 | 0 | -
met2 | 2010 | 18.5 | 14
met1 | 2670 | 21.8 | 988
met3 | 110 | 1.54 | 0
-- worst reg2reg max path: cells and delay by family, from the launching register on --
family                    cells  cell delay, ns
DFF                           1            0.37
xor gates and xnor gates      1            0.12
and+or+nand+nor               3            0.68
-- layout by cell type, fill, tap and decap left out, drive strengths merged, types with 2 or more instances in the layout --
master,synthesis,routed
a32oi,3,3
or2,3,3
nand2,17,17
xor2,21,21
buf,0,11
and3,16,16
dfrtp,16,16
nor4,4,4
dfrtn,64,64
nor3,7,7
nor2b,7,7
dlygate4sd2,0,3
clkbuf,0,3
inv,7,7
nand3,34,34
o21ai,5,5
xnor2,34,34
nor2,34,34
a21oi,2,2
ha,13,13
nand4,3,3
and2,2,2
or4,4,4
-- worst max path at each step --
stage / startpoint / endpoint / slack (ns) / cells past startpoint
4_1_cts: Sel_Baud_Rate[0] / Clock / 0.09 / 7
5_1_grt: Sel_Baud_Rate[0] / Clock / 0.001 / 7
6_report: Sel_Baud_Rate[0] / Clock / 0.11 / 7
-- timing repair --
item	CTS	global route
endpoints found under the setup margin	1	1
cloned	0	0
gates resized	8	0
buffers inserted	1	0
pin swaps	2	1
-- cells in the mapped netlist (all sizes together) --
library cell	count
or3	1
o31ai	1
xor2	21
a21oi	2
nand4	3
dfrtn	64
and4b	1
nor2b	7
and3	16
xnor2	34
a22oi	1
nand2	17
and2	2
o21ai	5
or4	4
nor2	34
nor3	7
or2	3
nand4bb	1
and4	1
nor3b	1
ha	13
a32oi	3
nand3	34
inv	7
dfrtp	16
nor4	4
nand2b	1
-- stage by stage --
step                      worst slack, ns  hold WS, ns  cell area (µm²)  util, %  setup TNS (ns)
final                               0.113       0.0579             3790     45.4               0
after global routing              0.00118       0.0678             3790     45.4               0
after CTS                          0.0892       0.0641             3790     45.4               0
after detailed placement           -0.419        0.300             3740     44.8          -0.419
after global placement             -0.393        0.304             3740     44.8          -0.393
after floorplan                     0.576        0.104             3490        -               0
-- state kept, by name (all words and copies together) (netlist names) --
signal	count
Divide_By_64.counter	8
Divide_By_128.counter	8
Divide_By_8.counter	8
Divide_By_34.counter	8
Divide_By_4.counter	8
Divide_By_8_2.counter	8
Divide_By_16.counter	8
Divide_By_256.counter	8
Divide_By_2.counter	8
Divide_By_13.counter	8
-- kinds of logic (layout without fill, tap and decap cells) --
family / after synthesis / after routing / share of synthesized area (%)
DFF: 80 / 80 / 57.3
buffers and inverters: 7 / 25 / 0.753
AOI/OAI and AO/OA: 12 / 12 / 2.19
adders and majority gates: 13 / 13 / 4.66
and+or+nand+nor: 137 / 137 / 21.3
xor gates and xnor gates: 55 / 55 / 13.8
Power is estimated from default activity; no workload was simulated.
